File: design.v
`timescale 1ns / 1ps
module LED_mux
	#(parameter N=19) 
	(
	input clk,rst,
	input[4:0] in0,in1,in2,in3,in4,in5, 
	output reg[7:0] seg_out,
	output reg[5:0] sel_out
    );
	 reg[N-1:0] r_reg=0;
	 reg[4:0] hex_out=0;
	 wire[N-1:0] r_nxt;
	 wire[2:0] out_counter;  
	 always @(posedge clk,negedge rst)
	 if(!rst) r_reg<=0;
	 else r_reg<=r_nxt;
	 assign r_nxt=(r_reg=={3'd5,{(N-3){1'b1}}})?19'd0:r_reg+1'b1; 
	 assign out_counter=r_reg[N-1:N-3];
	 always @(out_counter) begin
		 sel_out=6'b111_111;     
		 sel_out[out_counter]=1'b0;
	 end
	 always @* begin
		 hex_out=0;
			 casez(out_counter)
			 3'b000: hex_out=in0;
			 3'b001: hex_out=in1;
			 3'b010: hex_out=in2;
			 3'b011: hex_out=in3;
			 3'b100: hex_out=in4;
			 3'b101: hex_out=in5;
			 endcase
	 end
always @* begin
    case (hex_out[3:0])
        4'h0: seg_out[6:0] = 7'b1000000;  
        4'h1: seg_out[6:0] = 7'b1111001;  
        4'h2: seg_out[6:0] = 7'b0100100;  
        4'h3: seg_out[6:0] = 7'b0110000;  
        4'h4: seg_out[6:0] = 7'b0011001;  
        4'h5: seg_out[6:0] = 7'b0010010;  
        4'h6: seg_out[6:0] = 7'b0000010;  
        4'h7: seg_out[6:0] = 7'b1111000;  
        4'h8: seg_out[6:0] = 7'b0000000;  
        4'h9: seg_out[6:0] = 7'b0010000;  
        4'hA: seg_out[6:0] = 7'b0001000;  
        4'hB: seg_out[6:0] = 7'b0000011;  
        4'hC: seg_out[6:0] = 7'b1000110;  
        4'hD: seg_out[6:0] = 7'b0100001;  
        4'hE: seg_out[6:0] = 7'b0000110;  
        4'hF: seg_out[6:0] = 7'b0001110;  
        default: seg_out[6:0] = 7'b1111111;
    endcase
    seg_out[7] = ~hex_out[4];   
end
endmodule
module baud_generator
#(parameter N = 326,               
  parameter N_width = 9)
(
    input  wire clk,
    input  wire rst_n,
    output reg  s_tick
);
 reg[N_width-1:0] counter=0;
	 always @(posedge clk,negedge rst_n) begin
		if(!rst_n) counter<=0;
		else begin
			s_tick=0;
			if(counter==N-1) begin
				s_tick=1;
				counter<=0;
			end
			else begin
				counter<=counter+1;
			end
		end
	 end
endmodule
`timescale 1ns / 1ps
module led_function #(
    parameter turns = 25_000_000,    
    parameter W     = 10,            
    parameter D     = 6              
)(
    input  wire       clk,      
    input  wire       rst_n,    
    input  wire       rx,       
    output wire       tx,       
    output reg [4:0]  in0, in1, in2, in3, in4, in5   
);
  wire        s_tick;
  wire        rx_done_tick;
  wire [7:0]  rx_data;
  wire        tx_done_tick;
  baud_generator #(.N(326), .N_width(9)) baud_gen (
    .clk    (clk), 
    .rst_n  (rst_n), 
    .s_tick (s_tick)
  );
  uart_rx #(.DBIT(8), .SB_TICK(16)) u_rx (
    .clk          (clk),
    .rst_n        (rst_n),
    .rx           (rx),
    .s_tick       (s_tick),
    .rx_done_tick (rx_done_tick),
    .dout         (rx_data)
  );
uart_tx #(.DBIT(8), .SB_TICK(16)) u_tx (
  .clk         (clk),
  .rst_n       (rst_n),
  .s_tick      (s_tick),
  .tx_start    (rx_done_tick),
  .din         (rx_data),
  .tx_done_tick(tx_done_tick),
  .tx          (tx)
);
  reg [24:0] ctr;
  wire       tick = (ctr == turns);
  always @(posedge clk or negedge rst_n) begin
    if (!rst_n)            ctr <= 0;
    else if (ctr == turns) ctr <= 0;
    else                   ctr <= ctr + 1;
  end
  reg [5*W-1:0] banner, banner_nxt;
  localparam [5*W-1:0] INIT = {
    {1'b0,4'h0},{1'b0,4'h1},{1'b0,4'h2},
    {1'b0,4'h3},{1'b0,4'h4},{1'b0,4'h5},
    {1'b0,4'h6},{1'b0,4'h7},{1'b0,4'h8},
    {1'b0,4'h9}
  };
  reg        play,        play_nxt;
  reg        sel,         sel_nxt;
  reg [2:0]  pos,         pos_nxt;
  reg        blink_flag,  blink_flag_nxt;
  reg        cmd_move,    cmd_insert;
  reg [3:0]  digit;
  always @* begin
    play_nxt       = play;
    sel_nxt        = sel;
    pos_nxt        = pos;
    blink_flag_nxt = blink_flag;
    cmd_move       = 1'b0;
    cmd_insert     = 1'b0;
    digit          = 4'b0;
    if (tick)
      blink_flag_nxt = ~blink_flag;
    if (rx_done_tick) begin
      case (rx_data)
        8'h67, 8'h47: begin  
          play_nxt = 1'b1; sel_nxt = 1'b0;
        end
        8'h70, 8'h50: begin  
          play_nxt = 1'b0; sel_nxt = 1'b0;
        end
        8'h6D, 8'h4D: cmd_move = 1'b1;  
        default:
          if (sel && rx_data>=8'h30 && rx_data<=8'h39) begin
            cmd_insert = 1'b1;
            digit       = rx_data[3:0];
          end
      endcase
    end
    if (cmd_move) begin
      if (!sel) begin
        sel_nxt        = 1'b1;
        pos_nxt        = 3'd0;
        blink_flag_nxt = 1'b1;
      end else begin
        pos_nxt = (pos == D-1) ? 3'd0 : pos + 3'd1;
      end
    end
  end
  always @(posedge clk or negedge rst_n) begin
    if (!rst_n) begin
      banner     <= INIT;
      play       <= 1'b0;
      sel        <= 1'b0;
      pos        <= 3'd0;
      blink_flag <= 1'b0;
    end else begin
      play       <= play_nxt;
      sel        <= sel_nxt;
      pos        <= pos_nxt;
      blink_flag <= blink_flag_nxt;
      if (tick && play && !sel)
        banner <= { banner[5*W-6:0], banner[5*W-1:5] };
      if (cmd_insert && sel) begin
        banner_nxt                 = banner;
        banner_nxt[5*(W-1-pos)+:5] = {1'b0, digit};
        banner                     <= banner_nxt;
      end
    end
  end
  always @* begin
    in5 = banner[5*W-1   -:5];
    in4 = banner[5*W-6   -:5];
    in3 = banner[5*W-11  -:5];
    in2 = banner[5*W-16  -:5];
    in1 = banner[5*W-21  -:5];
    in0 = banner[5*W-26  -:5];
    if (sel && !blink_flag) begin
      case (pos)
        3'd0: in5 = 5'b00000;
        3'd1: in4 = 5'b00000;
        3'd2: in3 = 5'b00000;
        3'd3: in2 = 5'b00000;
        3'd4: in1 = 5'b00000;
        3'd5: in0 = 5'b00000;
      endcase
    end
  end
endmodule
module sevenseg_router (
    input  wire [7:0] seg,        
    input  wire [5:0] sel_n,      
    output reg  [6:0] HEX0, HEX1, HEX2, HEX3, HEX4, HEX5,
    output     [6:0] HEX6, HEX7   
);
    always @(*) begin
        {HEX0,HEX1,HEX2,HEX3,HEX4,HEX5} = {6{7'h7f}};
        if (!sel_n[0]) HEX0 = seg[6:0];
        if (!sel_n[1]) HEX1 = seg[6:0];
        if (!sel_n[2]) HEX2 = seg[6:0];
        if (!sel_n[3]) HEX3 = seg[6:0];
        if (!sel_n[4]) HEX4 = seg[6:0];
        if (!sel_n[5]) HEX5 = seg[6:0];
    end
    assign HEX6 = 7'h7f;   
    assign HEX7 = 7'h7f;
endmodule
module top_de2 (
    input  wire        clk,         
    input  wire        rst_n,       
    input  wire        rx,          
    output wire        tx,          
    output wire [6:0]  HEX0, HEX1, HEX2, HEX3, HEX4, HEX5, HEX6, HEX7
);
    wire [4:0] in0, in1, in2, in3, in4, in5;
    led_function #(
        .turns(25_000_000),
        .W    (10),
        .D    (6)
    ) core (
        .clk   (clk),
        .rst_n (rst_n),
        .rx    (rx),
        .tx    (tx),
        .in0   (in0),
        .in1   (in1),
        .in2   (in2),
        .in3   (in3),
        .in4   (in4),
        .in5   (in5)
    );
    wire [7:0] seg;
    wire [5:0] sel_n;
    LED_mux mux (
        .clk     (clk),
        .rst     (rst_n),
        .in0     (in0),
        .in1     (in1),
        .in2     (in2),
        .in3     (in3),
        .in4     (in4),
        .in5     (in5),
        .seg_out (seg),
        .sel_out (sel_n)
    );
    sevenseg_router r (
        .seg   (seg),
        .sel_n (sel_n),
        .HEX0  (HEX0),
        .HEX1  (HEX1),
        .HEX2  (HEX2),
        .HEX3  (HEX3),
        .HEX4  (HEX4),
        .HEX5  (HEX5),
        .HEX6  (HEX6),
        .HEX7  (HEX7)
    );
endmodule
`timescale 1ns / 1ps
module uart_rx #(parameter DBIT=8,SB_TICK=16)  
	(
		input clk,rst_n,
		input rx,
		input s_tick,
		output reg rx_done_tick,
		output[7:0] dout
    );
	 localparam[1:0] idle=2'b00,
							start=2'b01,
							data=2'b10,
							stop=2'b11;
	 reg[1:0] state_reg,state_nxt;
	 reg[3:0] s_reg,s_nxt;  
	 reg[2:0] n_reg,n_nxt;  
	 reg[7:0] b_reg,b_nxt;  
	 always @(posedge clk,negedge rst_n) begin
		if(!rst_n) begin
			state_reg<=idle;
			s_reg<=0;
			n_reg<=0;
			b_reg<=0;
		end
		else begin
			state_reg<=state_nxt;
			s_reg<=s_nxt;
			n_reg<=n_nxt;
			b_reg<=b_nxt;		
		end
	 end
	 always @* begin
		state_nxt=state_reg;
		s_nxt=s_reg;
		n_nxt=n_reg;
		b_nxt=b_reg;
		rx_done_tick=0;
		case(state_reg)
			 idle: if(rx==0) begin  
						s_nxt=0;
						state_nxt=start;
					 end						
			start: if(s_tick==1) begin  
						if(s_reg==7) begin
							s_nxt=0;
							n_nxt=0;
							state_nxt=data;
						end
						else s_nxt=s_reg+1;
					 end
		    data: if(s_tick==1) begin  
						if(s_reg==15) begin
							b_nxt={rx,b_reg[7:1]};
							s_nxt=0;
							if(n_reg==DBIT-1) state_nxt=stop;
							else n_nxt=n_reg+1;
						end
						else s_nxt=s_reg+1;
					 end
			 stop: if(s_tick==1) begin   
						if(s_reg==SB_TICK-1) begin
							rx_done_tick=1;
							state_nxt=idle;
						end
  						else s_nxt=s_reg+1;
					 end	
		 default: state_nxt=idle;
		endcase
	 end
	 assign dout=b_reg;
endmodule
`timescale 1ns / 1ps
module uart_tx #(parameter DBIT=8, SB_TICK=16)
	(
		input clk,rst_n,
		input s_tick, tx_start,
		input[7:0] din,
		output reg tx_done_tick,
		output tx
    );
	 localparam[1:0] idle=2'd0,
							start=2'd1,
							data=2'd2,
							stop=2'd3;
	 reg[1:0] state_reg,state_nxt;
	 reg[3:0] s_reg,s_nxt; 
	 reg[2:0] n_reg,n_nxt; 
	 reg[7:0] din_reg,din_nxt; 
	 reg tx_reg,tx_nxt;
	 always @(posedge clk,negedge rst_n) begin
		if(!rst_n) begin
			state_reg<=idle;
			s_reg<=0;
			n_reg<=0;
			din_reg<=0;
			tx_reg<=0;
		end
		else begin
			state_reg<=state_nxt;
			s_reg<=s_nxt;
			n_reg<=n_nxt;
			din_reg<=din_nxt;
			tx_reg<=tx_nxt;
		end
	 end
	 always @* begin
		 state_nxt=state_reg;
		 s_nxt=s_reg;
		 n_nxt=n_reg;
		 din_nxt=din_reg;
		 tx_nxt=tx_reg;
		 tx_done_tick=0;
		 case(state_reg)
				idle: begin 
							tx_nxt=1;
							if(tx_start==0) begin 
								din_nxt=din;
								s_nxt=0;
								state_nxt=start;
							end
						end
			  start: begin   
							tx_nxt=0;
							if(s_tick==1) begin
								if(s_reg==15) begin
									s_nxt=0;
									n_nxt=0;
									state_nxt=data;
								end
								else s_nxt=s_reg+1;
							end
						end
				data: begin  
							tx_nxt=din_reg[0];
							if(s_tick==1) begin
								if(s_reg==15) begin
									din_nxt=din_reg>>1;
									s_nxt=0;
									if(n_reg==DBIT-1) state_nxt=stop;
									else n_nxt=n_reg+1;
								end
								else s_nxt=s_reg+1;
							end
						end
				stop: begin  
							tx_nxt=1;
							if(s_tick==1) begin
								if(s_reg==SB_TICK-1) begin
									tx_done_tick=1;
									state_nxt=idle;
								end
								else s_nxt=s_reg+1;
							end
						end
			default: state_nxt=idle;
		 endcase
	 end
	 assign tx=tx_reg;
endmodule
File: run.sh
#!/bin/bash
# OpenROAD 26Q1-2900-gdf79404cd8, Yosys 0.63+post, stock flow scripts
make -C /OpenROAD-flow-scripts/flow DESIGN_CONFIG=/design/flow/config.mk WORK_HOME=/design/flow/orfs finish
File: config.mk
export PLATFORM = sky130hd
export DESIGN_NAME = top_de2
export DESIGN_NICKNAME = top_de2
export VERILOG_FILES = /design/flow/design.v
export SDC_FILE = /design/flow/constraint.sdc
export NUM_CORES = 4
export LEC_CHECK = 1
export CORE_UTILIZATION = 30
File: constraint.sdc
current_design top_de2

set clk_period 7.7
set clk_io_pct 0.2

create_clock -name clk0 -period $clk_period [get_ports {clk}]

set non_clock_inputs [all_inputs -no_clocks]
set_input_delay [expr $clk_period * $clk_io_pct] -clock clk0 $non_clock_inputs
set_output_delay [expr $clk_period * $clk_io_pct] -clock clk0 [all_outputs]
==> metrics.csv <==
metric,value,unit
status,"finished, final reports clean",
numCtsBuffers,17,
yosys_warnings,6,
ant_nets,0,
p_comb_share,4.3,%
clk_pin_slew,0.06,ns
fin_util,35.25,%
drive_above_1_share,8.460,%
rsz0062_at_grt,false,
crit_family,AND-OR/OR-AND gates,
grt_pass1_vias,7037,
powerDensity,159.1,nW/um2
p_leak,0.004211,uW
grt_use_total,15.74,%
clkPwrFrac,47.2,%
antenna_found_initial,0,
dr.pass1.iters,6,
yosysSeqAreaShare,39.85,%
yosys_cells,1008,
clk_path_buf_depth,2,
fill_cells,2878,
final_common_cell,nand2_1,
clock_latency,0.43,ns
num_io_pins,60,
cp.arrival,4.49,ns
dieArea,30010,um2
die_w,173.2,um
avgSynthCellArea,8.725,um2
critical_path_class,reg2out,
fin_crit,6.035,ns
worstMarginPinSlew,0.8486,ns
period_used_share,78.37,%
peakVddDrop,0.0001335,V
core-area,28780,um2
timing.critical_path.mode_cell,ha_1,
seqPwrFrac,48.5,%
hold_class,reg2reg,
num_rows,62,
drt_wl_total,22640,um
die_y,173.2,um
intPower,1217,uW
fmax,0.1657,GHz
cts_root_buf,clkbuf_16,
htreeDepth,4,
dp_hpwl,16140,um
place_ws,2.131,ns
max_cap_violations,0,
grt-ovfl-total,0,
gp_congestion,0.9576,
slew_headroom,43.22,%
post-cts-setup-buffer-count,0,
holdWs,0.4595,ns
area_growth,15.35,%
cts-resized-gates,0,
comb_area,4921,um2
endpoint_kind,output port,
crit_fanout,13,
cts_tree,done,
finalClockSkew,0.009822,ns
vias_per_cell,5.224,
warnings,43,
synth_chip_area,8795,um2
swShare,24.60,%
yosysUniqueCellTypes,83,
synth-seq-cells,139,
finalHoldViolations,0,
diodes,0,
cp.buffers_inverters,2,
final_cell_mix,"nand2_1, dfrtp_1, nor2_1, nand3_1, o21ai_0",
port-buffer-count,45,
register_area,3505,um2
grt_max_degree,54,
edf_count,1,
syn_inst,1008,
fin_setup_tns,0,ns
required,6.16,ns
largest_register_ffs,40,
max_stage_delay,0.56,ns
avgRoutedWirePerCell,15.77,um
slew_viol_final,0,
netlist_area,8795,um2
crit_chain,"inv_1, ha_1, nand4b_1, and3_1, a221o_1, o41ai_2, ha_1, and4b_1, o2bb2ai_1, a211o_1, nand2_1, clkdlybuf4s50_1",
finalSetupViolCount,0,
setup_ws,1.665,ns
flop_cell,dfrtp_1,
start_kind,flop,
initial_core_util,30.56,%
switchingPower,397.1,uW
drcViolationCount,0,
cts_sinks,139,
drt-initial-drc-count,704,
async_reset_ff_share,99.28,%
cp_slowest_cell,o41ai_2,
dr_total_vias,7501,
grt_pass1_wl,37510,um
hold_buffers,0,
[final cells by class]
type	count	area share, %
Inverter	32	1.184
Clock buffer	21	4.539
Multi-Input combinational cell	788	48.51
Tap cell	384	4.736
Timing Repair Buffer	61	5.636
Sequential cell	139	34.55
Clock inverter	11	0.8510
[worst reg2reg max path, stage by stage, from the launching register on]
cell and delay (ns):
dfrtp_1 0.56, inv_1 0.17, ha_1 0.33, ha_1 0.15
ha_1 0.17, inv_1 0.06, fa_1 0.58, nand3b_1 0.15
nor3b_1 0.29, ha_1 0.40, nand2_1 0.26, nor3_2 0.55
nand2_1 0.28, o211ai_1 0.22, o211ai_1 0.11
[kinds of logic after synthesis]
| kind of cell | share of synthesized area, % |
|---|---|
| AOI/OAI and AO/OA | 16.59 |
| xor gates and xnor gates | 4.467 |
| adders and majority gates | 5.491 |
| buffers and inverters | 4.823 |
| DFF | 39.85 |
| muxes | 3.799 |
| other | 0.04264 |
| and+or+nand+nor | 24.94 |
[power by group through the flow]
stage	registers [uW]	clock network [uW]	logic (uW)
6_report	783	762	69.4
5_1_grt	787	815	81.1
4_1_cts	783	784	70.9
[synthesized netlist by cell type (4+ instances only)]
cell type,n,share of area (%)
xnor2_1,30,3.0
a32oi_1,6,0.60
and2_1,14,1.0
dfstp_2,17,5.1
a21oi_1,37,2.1
nand4_1,18,1.3
a31oi_1,4,0.28
and4_1,6,0.60
o31ai_1,10,0.85
nand4b_1,4,0.40
mux2_2,11,1.4
nor3_1,15,0.85
a21o_1,5,0.43
o22ai_1,7,0.50
nor2b_1,7,0.50
a221o_1,9,1.0
ha_1,37,5.3
o21ai_0,56,3.2
a41oi_1,4,0.40
o211a_1,5,0.57
o211ai_1,18,1.5
clkbuf_1,30,1.3
nor2_1,85,3.6
nand2b_1,13,0.92
inv_1,32,1.4
o21a_1,4,0.34
a22oi_1,5,0.43
nand3_1,56,3.2
o22a_1,4,0.40
xor2_1,13,1.3
nor3b_1,6,0.51
mux2i_1,21,2.4
and3_1,15,1.1
or4_1,6,0.51
nand2_1,167,7.1
buf_2,15,0.85
buf_4,14,1.2
or3_1,5,0.36
dfrtp_1,121,34
o21ai_1,7,0.40
[per-layer routing]
metal	vias up	routed length [um]	track usage (%)
met5	-	0	0
li1	3657	-	-
met1	3542	10950	25.63
met2	258	9509	22.14
met3	44	1702	3.378
met4	0	476	2.507
[path summary, 6_finish.rpt]
check                                   startpoint                                 end  slack [ns]  depth (start not counted)
setup / recovery           core.pos[1]$_DFFE_PN0P_                             HEX0[3]        1.67                         12
hold / removal               core.ctr[0]$_DFF_PN0_               core.ctr[0]$_DFF_PN0_        0.46                          1
setup reg to reg           core.pos[2]$_DFFE_PN0P_         core.banner[32]$_DFFE_PN0P_        3.30                         14
hold reg to reg              core.ctr[0]$_DFF_PN0_               core.ctr[0]$_DFF_PN0_        0.46                          1
max in group asynchronous                    rst_n  core.baud_gen.counter[7]$_DFF_PN0_        5.61                          2
min in group asynchronous                    rst_n          core.banner[6]$_DFFE_PN0P_        1.05                          1
[through the flow]
step	instance area (um2)	cells	power [uW]
after global placement	9598	1404	864.2
after global routing	10140	1436	1683
after floorplan	8843	1021	841.9
after detailed placement	9598	1404	867.0
after CTS	10140	1436	1638
final	10140	1436	1614
No activity file was given, so power comes from the tool's default toggle rates.
