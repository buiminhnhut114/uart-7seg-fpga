==> ./design.v <==
`timescale 1ns / 1ps
module fifo
	#(parameter W=4,B=8)
	(
	input clk,rst_n,
	input wr,rd,
	input[B-1:0] wr_data,
	output[B-1:0] rd_data,
	output reg full,empty
    );
	 initial begin
		full=0;
		empty=1;
	 end
	 reg[W-1:0] rd_ptr=0,wr_ptr=0;
	 reg[B-1:0] array_reg[2**W-1:0];
	 always @(posedge clk) begin
		if(wr && !full && !(wr&&rd&&empty)) array_reg[wr_ptr]=wr_data;
	 end
	 assign rd_data=array_reg[rd_ptr];
	 always @(posedge clk,negedge rst_n) begin
		if(!rst_n) begin
			rd_ptr=0;
			wr_ptr=0;
			full=0;
			empty=1;
		end
		else begin
			case({rd,wr})
				2'b01: if(!full) begin
							wr_ptr=wr_ptr+1;
							empty=0;
							full=(wr_ptr==rd_ptr);
						 end
				2'b10: if(!empty) begin
							rd_ptr=rd_ptr+1;
							full=0;
							empty=(rd_ptr==wr_ptr);
						 end
				2'b11: if(!empty && !full) begin
								rd_ptr=rd_ptr+1;
								wr_ptr=wr_ptr+1;
						 end
			endcase
		end
	 end
endmodule
==> ./run.sh <==
#!/bin/bash
# OpenROAD 26Q1-2900-gdf79404cd8, Yosys 0.63+post, stock flow scripts
make -C /OpenROAD-flow-scripts/flow DESIGN_CONFIG=/design/flow/config.mk WORK_HOME=/design/flow/orfs finish
==> ./config.mk <==
export PLATFORM = sky130hd
export DESIGN_NAME = fifo
export DESIGN_NICKNAME = fifo
export VERILOG_FILES = /design/flow/design.v
export SDC_FILE = /design/flow/constraint.sdc
export NUM_CORES = 4
export LEC_CHECK = 1
export CORE_UTILIZATION = 40
==> ./constraint.sdc <==
current_design fifo

set clk_period 5.5
set clk_io_pct 0.2

create_clock -name clk0 -period $clk_period [get_ports {clk}]

set non_clock_inputs [all_inputs -no_clocks]
set_input_delay [expr $clk_period * $clk_io_pct] -clock clk0 $non_clock_inputs
set_output_delay [expr $clk_period * $clk_io_pct] -clock clk0 [all_outputs]
==> flow_summary.yaml <==
# yosys + openroad results
timing:
  hold_viol: 0
  finalSetupViolCount: 0
  whs_ps: 549
  rsz0062_at_grt: "no"
  min_period_over_period: 0.742
  fin_skew_ps: 6.31
  worst_slew_pin_slew_ps: 988
  fin_setup_tns_ps: 0
  period_minus_slack_ps: 4080
  fin_ws_ps: 1420
  maxSlewHeadroom: 0.340
  max_freq_mhz: 245
  slew_violations: 0
flow_run:
  drv_cap: 0
  tool_warnings: 28
cts:
  cts_max_level: 4
  clk_pin_slew_ps: 50
  cts_buffer_depth: 2
  cts-root-buf: "clkbuf_16"
  cts.sinks: 138
  post_cts_buffers: 0
  cts_resized: 0
  ctsHoldBuffers: 0
  clock_latency_ps: 410
  cts_buffers: 17
  cts_tree: "built"
placement:
  dpl.hpwl_mm: 6.93
  postPlaceCellArea_um2: 6070
  dp_slack_ps: 1790
  placed_cells: 498
  port_buffers: 21
  gp_congestion: 0.797
routing:
  drt-initial-drc-count: 184
  via_count: 2846
  antenna_left: 0
  drc: 0
  drt_pass1_iterations: 4
  viasPerCell: 5.37
  antenna_cells: 0
  routed_wl_mm: 11.0
  drt-wirelength-per-cell_um: 20.7
layout:
  area_growth_syn_to_layout_pct: 15.5
  utilization: 0.474
  lay_top_count: "edfxtp_1"
  largest_reg_flops: 128
  fillers: 1157
  stdcell_count: 530
  final_cell_mix: "128 x edfxtp_1, 32 x mux2i_1, 21 x clkdlybuf4s50_1, 17 x clkbuf_16, 15 x mux4_2"
  drive_gt1_frac: 0.189
  stdcell_area_um2: 6610
global_route:
  grt_max_degree: 24
  overflow: 0
  antenna_found_initial: 0
  grt_pass1_vias: 2930
  grt_first_pass_wirelength_mm: 17.3
  grt_use_total: 0.176
floorplan:
  ios: 22
  dieWidth_um: 122
  die_area_um2: 14800
  initCoreUtil: 0.410
  core-area_um2: 13900
  rows: 43
  die_h_um: 122
power:
  p_comb_frac: 0.311
  p_sw_mw: 1.11
  power_mw: 3.54
  power_leakage_nw: 2.29
  ir_worst_vdd_mv: 0.251
  p_sw_frac: 0.314
  intPower_mw: 2.43
  pwr-share-clk: 0.289
  power_density_nw_per_um2: 536
  seq_power_share: 0.399
worst_setup_path:
  path_max_fanout: 23
  cp.required_ps: 4400
  arrival_ps: 2980
  start_kind: "flip-flop"
  worst_setup_path_end_kind: "output port"
  critPathKind: "flip-flop to output port"
run_status:
  outcome: "completed"
synth:
  yosysWarnings: 1
  synthArstFlopShare: 0.0725
  synth_area_leader_cell: "edfxtp_1"
  synthFlopType: "edfxtp_1"
  synthCells: 308
  yosysChipArea_um2: 5720
  synth-edff-count: 128
  syn_area_um2: 5720
  top_cell_area_share: 0.672
  yosysCellCount: 308
  synthDistinctLibCells: 36
  top_cells_by_area: "edfxtp_1 67%, mux4_2 5.9%, mux2i_1 5.6%"
  postSynthSeqShare: 0.716
  avgSynthCellArea_um2: 18.6
  numSynthFlops: 138
min_path:
  hold_class: "flip-flop to flip-flop"
-- layout make-up --
cell class | instances | area (um2) | area share
inverter | 5 | 18.8 | 0.00284
clock inverter | 13 | 104 | 0.0157
multi-input combinational | 148 | 1470 | 0.223
tap | 180 | 225 | 0.0341
clock buffer | 19 | 433 | 0.0655
sequential | 138 | 4100 | 0.620
timing repair buffer | 27 | 255 | 0.0386
-- cells by family after synthesis --
| logic type | after synthesis | synth area share |
|---|---|---|
| XOR/XNOR | 15 | 0.0230 |
| AND/OR/NAND/NOR | 39 | 0.0374 |
| multiplexers | 49 | 0.122 |
| flip-flops | 138 | 0.716 |
| AND-OR/OR-AND | 40 | 0.0646 |
| adder cells (fa/ha/maj) | 5 | 0.0109 |
| buffers and inverters | 22 | 0.0260 |
-- metal layers --
layer | up-vias | GRT usage | wire length, um
li1 | 1314 | - | -
met1 | 1405 | 0.288 | 4780
met2 | 114 | 0.246 | 5030
met3 | 13 | 0.0825 | 1020
met4 | 0 | 0.0216 | 138
met5 | - | 0 | 0
-- worst max-delay path, stage by stage (launching register included) --
cell             delay [ps]
dfrtp_2                 710
buf_4                   510
mux2i_1                 130
a221oi_1                450
o21ai_0                 160
nand2_1                 120
clkdlybuf4s50_1         470
-- synthesized netlist by cell type (all sizes together) (3+ instances only) --
master,instances
a22oi,8
mux2i,32
dfrtp,9
a221oi,16
o21ai,10
nor2b,3
ha,5
edfxtp,128
mux4,16
nand2,13
xor2,8
buf,15
and4,3
xnor2,7
inv,5
and3,11
-- power groups by stage --
| stage | Sequential, mW | Clock (mW) | Combinational, mW |
|---|---|---|---|
| finish | 1.41 | 1.02 | 1.10 |
| global route | 1.43 | 1.09 | 1.21 |
| CTS | 1.42 | 1.04 | 1.12 |
-- worst paths after layout --
kind | startpoint | endpoint | slack (ps) | cells past startpoint
setup / recovery | rd_ptr[0] | rd_data[7] | 1420 | 6
hold / removal | empty | empty | 550 | 2
setup reg to reg | empty | array_reg[12][7] | 3260 | 2
hold reg to reg | empty | empty | 550 | 2
max in group asynchronous | rst_n | rd_ptr[0] | 4120 | 1
min in group asynchronous | rst_n | wr_ptr[1] | 1020 | 1
Power is estimated from default activity; no workload was simulated.
