$ cat ./design.v
`timescale 1ns/1ps
module uart #(
  parameter CLOCK_FREQ = 50_000_000,   
  parameter BAUD       = 9600,         
  parameter DBIT       = 8,            
  parameter SB_TICK    = 16            
)(
  input  wire              clk,
  input  wire              rst_n,
  input  wire              rx,
  output wire [DBIT-1:0]   rx_data,
  output wire              rx_valid,
  input  wire              tx_start,
  input  wire [DBIT-1:0]   tx_data,
  output wire              tx,
  output wire              tx_done
);
  localparam integer DIV = CLOCK_FREQ / BAUD;
  reg [31:0] cnt;
  reg        baud_tick;
  always @(posedge clk or negedge rst_n) begin
    if (!rst_n) begin
      cnt       <= 0;
      baud_tick <= 0;
    end
    else if (cnt == DIV/2) begin
      cnt       <= 0;
      baud_tick <= 1;
    end
    else begin
      cnt       <= cnt + 1;
      baud_tick <= 0;
    end
  end
  uart_rx #(
    .DBIT    (DBIT),
    .SB_TICK (SB_TICK)
  ) u_rx (
    .clk          (clk),
    .rst_n        (rst_n),
    .rx           (rx),
    .s_tick       (baud_tick),
    .dout         (rx_data),
    .rx_done_tick (rx_valid)
  );
  uart_tx #(
    .DBIT    (DBIT),
    .SB_TICK (SB_TICK)
  ) u_tx (
    .clk          (clk),
    .rst_n        (rst_n),
    .s_tick       (baud_tick),
    .tx_start     (tx_start),
    .din          (tx_data),
    .tx           (tx),
    .tx_done_tick (tx_done)
  );
endmodule
`timescale 1ns / 1ps
module uart_rx #(parameter DBIT=8,SB_TICK=16)  
	(
		input clk,rst_n,
		input rx,
		input s_tick,
		output reg rx_done_tick,
		output[7:0] dout
    );
	 localparam[1:0] idle=2'b00,
							start=2'b01,
							data=2'b10,
							stop=2'b11;
	 reg[1:0] state_reg,state_nxt;
	 reg[3:0] s_reg,s_nxt;  
	 reg[2:0] n_reg,n_nxt;  
	 reg[7:0] b_reg,b_nxt;  
	 always @(posedge clk,negedge rst_n) begin
		if(!rst_n) begin
			state_reg<=idle;
			s_reg<=0;
			n_reg<=0;
			b_reg<=0;
		end
		else begin
			state_reg<=state_nxt;
			s_reg<=s_nxt;
			n_reg<=n_nxt;
			b_reg<=b_nxt;		
		end
	 end
	 always @* begin
		state_nxt=state_reg;
		s_nxt=s_reg;
		n_nxt=n_reg;
		b_nxt=b_reg;
		rx_done_tick=0;
		case(state_reg)
			 idle: if(rx==0) begin  
						s_nxt=0;
						state_nxt=start;
					 end						
			start: if(s_tick==1) begin  
						if(s_reg==7) begin
							s_nxt=0;
							n_nxt=0;
							state_nxt=data;
						end
						else s_nxt=s_reg+1;
					 end
		    data: if(s_tick==1) begin  
						if(s_reg==15) begin
							b_nxt={rx,b_reg[7:1]};
							s_nxt=0;
							if(n_reg==DBIT-1) state_nxt=stop;
							else n_nxt=n_reg+1;
						end
						else s_nxt=s_reg+1;
					 end
			 stop: if(s_tick==1) begin   
						if(s_reg==SB_TICK-1) begin
							rx_done_tick=1;
							state_nxt=idle;
						end
  						else s_nxt=s_reg+1;
					 end	
		 default: state_nxt=idle;
		endcase
	 end
	 assign dout=b_reg;
endmodule
`timescale 1ns / 1ps
module uart_tx #(parameter DBIT=8, SB_TICK=16)
	(
		input clk,rst_n,
		input s_tick, tx_start,
		input[7:0] din,
		output reg tx_done_tick,
		output tx
    );
	 localparam[1:0] idle=2'd0,
							start=2'd1,
							data=2'd2,
							stop=2'd3;
	 reg[1:0] state_reg,state_nxt;
	 reg[3:0] s_reg,s_nxt; 
	 reg[2:0] n_reg,n_nxt; 
	 reg[7:0] din_reg,din_nxt; 
	 reg tx_reg,tx_nxt;
	 always @(posedge clk,negedge rst_n) begin
		if(!rst_n) begin
			state_reg<=idle;
			s_reg<=0;
			n_reg<=0;
			din_reg<=0;
			tx_reg<=0;
		end
		else begin
			state_reg<=state_nxt;
			s_reg<=s_nxt;
			n_reg<=n_nxt;
			din_reg<=din_nxt;
			tx_reg<=tx_nxt;
		end
	 end
	 always @* begin
		 state_nxt=state_reg;
		 s_nxt=s_reg;
		 n_nxt=n_reg;
		 din_nxt=din_reg;
		 tx_nxt=tx_reg;
		 tx_done_tick=0;
		 case(state_reg)
				idle: begin 
							tx_nxt=1;
							if(tx_start==0) begin 
								din_nxt=din;
								s_nxt=0;
								state_nxt=start;
							end
						end
			  start: begin   
							tx_nxt=0;
							if(s_tick==1) begin
								if(s_reg==15) begin
									s_nxt=0;
									n_nxt=0;
									state_nxt=data;
								end
								else s_nxt=s_reg+1;
							end
						end
				data: begin  
							tx_nxt=din_reg[0];
							if(s_tick==1) begin
								if(s_reg==15) begin
									din_nxt=din_reg>>1;
									s_nxt=0;
									if(n_reg==DBIT-1) state_nxt=stop;
									else n_nxt=n_reg+1;
								end
								else s_nxt=s_reg+1;
							end
						end
				stop: begin  
							tx_nxt=1;
							if(s_tick==1) begin
								if(s_reg==SB_TICK-1) begin
									tx_done_tick=1;
									state_nxt=idle;
								end
								else s_nxt=s_reg+1;
							end
						end
			default: state_nxt=idle;
		 endcase
	 end
	 assign tx=tx_reg;
endmodule
$ cat ./run.sh
#!/bin/bash
# OpenROAD 26Q1-2900-gdf79404cd8, Yosys 0.63+post, stock flow scripts
make -C /OpenROAD-flow-scripts/flow DESIGN_CONFIG=/design/flow/config.mk WORK_HOME=/design/flow/orfs finish
$ cat ./config.mk
export PLATFORM = sky130hd
export DESIGN_NAME = uart
export DESIGN_NICKNAME = uart
export VERILOG_FILES = /design/flow/design.v
export SDC_FILE = /design/flow/constraint.sdc
export NUM_CORES = 4
export LEC_CHECK = 1
export CORE_UTILIZATION = 40
$ cat ./constraint.sdc
current_design uart

set clk_period 7.0
set clk_io_pct 0.2

create_clock -name clk0 -period $clk_period [get_ports {clk}]

set non_clock_inputs [all_inputs -no_clocks]
set_input_delay [expr $clk_period * $clk_io_pct] -clock clk0 $non_clock_inputs
set_output_delay [expr $clk_period * $clk_io_pct] -clock clk0 [all_outputs]
==> metrics.cfg <==
[outcome]
status=completed

[floorplanning]
die_y_um=95.5
die_area_um2=9120
placementRows=33
die_x_um=95.5
fp_util_pct=41.9
core_um2=8340
io_pins=23

[cts]
cts_buffers=9
cts_tree=yes
cts.sinks=72
clkTransAtPathRegs_ns=0.08
post-cts-setup-buffers=0
cts_root_buffer=clkbuf_8
hold_buffers=0
cts_buffer_depth=2
insertion_delay_ns=0.35
cts_resized=0
htree_levels=3

[worst_setup_path]
critPathMaxFanout=12
worstSetupPathType=flop to output pin
cp-end-kind=output pin
crit_family=simple AND/OR/NAND/NOR gates
crit_buf_inv=1
critPathArrivalTime_ns=2.08
cp_slowest_cell=dfrtp_1
worstPathRequired_ns=5.60
cpPeakStageDelay_ns=0.60
cp_cell_sequence=nand4_1 -> nor2_1 -> clkdlybuf4s50_1
worstSetupStartpointType=flop

[synthesis]
yosysWarnings=3
yosys_most_used_dff=dfrtp_1
ys_seq_share_pct=51.6
synth_cell_type_count=44
avgSynthCellArea_um2=10.8
synthCells=325
synth-edff-count=0
async_reset_ff_share_pct=100
netlist_area_um2=3500
numSynthFlops=72
ys_area_um2=3500
ys_cells=325

[sta]
tns_ns=0
whs_ns=0.478
maxSlewHeadroom_pct=47.8
timing.final.crit_share_pct=49.8
tightest_slew_ns=0.783
setup_viol=0
period_needed_ns=3.48
fmax_mhz=287
slew_violations=0
hold_viol=0
fin_ws_ns=3.52
finClkSkew_ns=0.0167
rsz0062_at_grt=no

[routing]
antenna_cells=0
finalWirelength_um=6220
drtPass1Iterations=4
ant_nets=0
post_drt_wl_per_cell_um=13.5
viasPerCell=5.30
vias=2431
remaining_drc_errors=0
drt_iter0_drc=121

[layout]
drive_gt1_share_pct=10.7
fin_util_pct=48.0
regArea_um2=1800
largest_register_ff_count=32
n_fill_cell=787
areaGrowthSynthToFinish_pct=14.6
comb_area_um2=1590

[global_routing]
grt_use_total_pct=15.5
gr-total-overflow=0
grt_first_pass_wirelength_um=10700
grt_pass1_vias=2310
antenna_found_initial=0
grt_max_degree=46

[placement]
dp_slack_ns=3.81
dp_hpwl_um=4140
io_buffers=22
gp_congestion=0.820

[power_and_ir_drop]
irDropWorstVdd_mv=0.136
p_leak_nw=1.68
power_density_nw_per_um2=192
p_total_uw=771

[min_path]
hold_class=flop to flop

[run]
warnings=26
cap_viol_max_count=0

synthesized netlist by cell type (6+ instances only):
cell type   n  share of area [%]
a21oi_1    11                1.6
a22o_1      6                1.5
dfrtp_1    70                 50
ha_1        8                2.9
inv_1      13                1.4
mux2_2     10                3.2
mux2i_1    10                2.9
nand2_1    22                2.4
nand3_1    20                2.9
nand4_1    16                2.9
nor2_1     26                2.8
nor3_1      9                1.3
o21ai_0    17                2.4
xnor2_1    27                6.8
logic make-up (layout without fill, tap and decap cells):
kind of cell / Yosys count / count (layout) / synth area share, %
AND/OR/NAND/NOR: 123 / 123 / 19.2
flip-flops: 72 / 72 / 51.6
AND-OR/OR-AND: 48 / 48 / 9.70
XOR/XNOR: 31 / 31 / 7.77
buffers and inverters: 23 / 52 / 2.79
multiplexers: 20 / 20 / 6.08
adder cells (fa/ha/maj): 8 / 8 / 2.86
cells in the final DEF, fill, tap and decap left out, types with 10 or more instances in the layout:
cell type / Yosys / routed
o21ai_0: 17 / 17
clkbuf_8: 0 / 10
nand2_1: 22 / 22
nand4_1: 16 / 16
mux2i_1: 10 / 10
nand3_1: 20 / 20
mux2_2: 10 / 10
xnor2_1: 27 / 27
clkdlybuf4s50_1: 0 / 21
inv_1: 13 / 13
nor2_1: 26 / 26
a21oi_1: 11 / 11
dfrtp_1: 70 / 70
path summary, 6_finish.rpt:
kind / endpoint / slack, ns / cells after the start / start
setup / recovery: tx_done / 3.52 / 3 / baud_tick
hold / removal: cnt[31] / 0.48 / 1 / cnt[31]
setup reg to reg: u_tx.din_reg[2] / 4.83 / 4 / baud_tick
hold reg to reg: cnt[31] / 0.48 / 1 / cnt[31]
max in group asynchronous: cnt[24] / 4.94 / 2 / rst_n
min in group asynchronous: u_tx.n_reg[2] / 1.04 / 1 / rst_n
layer usage:
| layer | track usage, % | vias up | part of all wire (%) |
|---|---|---|---|
| met5 | 0 | - | 0 |
| met4 | 1.37 | 0 | 0.79 |
| met3 | 3.73 | 4 | 2.8 |
| met2 | 22.9 | 21 | 45 |
| met1 | 25.0 | 1200 | 52 |
| li1 | - | 1206 | - |
power breakdown:
part / total [mW] / switching [mW] / internal (mW) / leakage, nW
sequential: 0.419 / 0.00116 / 0.418 / 0.950
clock: 0.334 / 0.159 / 0.175 / 0.102
combinational: 0.0178 / 0.0105 / 0.00724 / 0.628
total: 0.771 / 0.170 / 0.601 / 1.68
worst register-to-register path, stage by stage (launching register included):
cell and delay [ns]:
dfrtp_1 0.60, nand4_1 0.39, a2111oi_4 0.87, nor2_1 0.09
a21oi_1 0.14
cell type report:
cell class                      count  area share [%]
Sequential cell                    72            45.0
Clock inverter                      6            1.72
Clock buffer                       10            3.43
Timing Repair Buffer               23            5.56
Multi-Input combinational cell    230            39.8
Inverter                           13            1.22
Tap cell                          105            3.28
stage by stage:
stage               std cells  instance area (µm²)
floorplan                 325                 3500
global placement          443                 3800
detailed placement        443                 3800
CTS                       459                 4010
global route              459                 4010
finish                    459                 4010
No activity file was given, so power comes from the tool's default toggle rates.
